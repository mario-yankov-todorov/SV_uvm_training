<file path="config.mk">
export PLATFORM = sky130hd
export DESIGN_NAME = memory_dr
export DESIGN_NICKNAME = memory_dr
export VERILOG_FILES = /design/flow/design.v
export SDC_FILE = /design/flow/constraint.sdc
export NUM_CORES = 4
export LEC_CHECK = 1
export CORE_UTILIZATION = 50
</file>
<file path="run.sh">
#!/bin/bash
# OpenROAD 26Q1-2900-gdf79404cd8, Yosys 0.63+post, stock flow scripts
make -C /OpenROAD-flow-scripts/flow DESIGN_CONFIG=/design/flow/config.mk WORK_HOME=/design/flow/orfs finish
</file>
<file path="constraint.sdc">
current_design memory_dr

set clk_period 2.4
set clk_io_pct 0.2

create_clock -name clk0 -period $clk_period [get_ports {clk}]

set non_clock_inputs [all_inputs -no_clocks]
set_input_delay [expr $clk_period * $clk_io_pct] -clock clk0 $non_clock_inputs
set_output_delay [expr $clk_period * $clk_io_pct] -clock clk0 [all_outputs]
</file>
<file path="design.v">
interface dut_if;
   logic   clk        ;
   logic   rst        ;
   logic   button     ;
   logic   MEM_FULL   ;
endinterface
module FIFO
   (
    input clk,
    input rst_n,
    input wr_en_i,
    input[7:0] data_i,
    output full_o,
    input rd_en_i,
    output reg [7:0] data_o,
    output empty_o
    );
  parameter DEPTH = 8;
  reg [7:0] mem [0 : DEPTH - 1];
  reg [2:0] wr_ptr;
  reg [2:0] rd_ptr;
  reg [3:0] count;
  assign full_o = (count == DEPTH) ? 1 : 0;
  assign empty_o = (count == 0) ? 1 : 0;
  always @(posedge clk or negedge rst_n) begin
       if(!rst_n)
       begin
          wr_ptr <= 3'd0;
          end
       else 
          begin
        if (wr_en_i == 1) 
        begin
           mem[wr_ptr] <= data_i;
           wr_ptr <= wr_ptr + 1;
           end
         end
       end
     always @(posedge clk or negedge rst_n) begin
       if(!rst_n)
       begin
          rd_ptr <= 3'd0;
          end
       else 
          begin
        if (rd_en_i == 1) 
        begin
           data_o = mem [rd_ptr];
           rd_ptr <= rd_ptr + 1;
           end
         end
       end
   always @(posedge clk or negedge rst_n) begin
     if (!rst_n)
       begin
     count <= 4'd0;
        end
     else
       begin
     case ({wr_en_i, rd_en_i})
         2'b10: count <= count + 1;
         2'b01: count <= count - 1;
         2'b11: count <= count;
         2'b00: count <= count;
         default: count <= count;
     endcase
       end
    end
endmodule
`timescale 1ns / 1ps
module apb_slave( input clk,
                  input res,
                  input [6:0] paddr,
                  input pwrite,
                  input psel,
                  input enbl,
                  input [31:0] pwdata,
                  output slerr,
                  output  pready
                );          
  reg ready = 0;
  assign pready = ready;
  reg [1:0] apb_state;
  parameter [1:0] IDLE = 0;
  parameter [1:0] SETUP = 1;
  parameter [1:0] ACCESS = 2;
  always @(posedge clk) begin
      if (res) begin
          apb_state <= 0;
          ready <= 0;
      end
      else begin
      case (apb_state)
        IDLE : begin
            if (!psel && !enbl)
                apb_state <= IDLE;
            else if (psel && !enbl)
                apb_state <= SETUP;
            end
        SETUP: begin   
           apb_state <=  ACCESS;
        end
        ACCESS: begin
          if (!ready) 
            apb_state <= ACCESS;
          else if (ready && psel)
          apb_state <= SETUP;
          else if (ready && !psel)
          apb_state <= IDLE;
       end   
      endcase
    end
  end             
endmodule
`timescale 1ns/1ns
module memory_dr(   input [31:0] datain,
                    input clk, res,
                    input valid_fifo,
                    input is_apb,
                    input [6:0] paddr,
                    input psel,
                    input enbl,
                    input  [31:0] pwdata,
                    output slerr,
                    output  pready, 
                    output stop,
                    output reg mem_full,
                    output reg write_tr,
                    output reg [6:0] addr = 0,
                    output [31:0] dataout);
	wire empt;
    wire full;
  	reg valid_fifo_bar = 1'b1;
	reg [2:0]  counter = 0;
  FIFO inst(.data_i(datain),
            .wr_en_i(valid_fifo), 
            .rd_en_i(valid_fifo_bar), 
            .clk(clk), 
            .rst_n(res), 
            .data_o(dataout), 
            .empty_o(empt),
            .full_o(full));
   apb_slave inst1 (.clk(clk),
                    .res(res),
                    .paddr(paddr),
                    .pwrite(pwrite),
                    .psel(psel),
                    .enbl(enbl),
                    .pwdata(pwdata),
                    .slerr(slerr),
                    .pready(pready));
	always @(datain) begin
	   if (!is_apb) begin
		  counter = counter + 3'b001;
          if (counter == 3'b100) begin
            counter = 3'b000;
            addr = addr + 7'b1;
          end
          else
            addr = addr;
       end
 	end
   always @(posedge clk) begin
     if (!is_apb) begin
          if(res) begin
             write_tr = 1;
             mem_full = 0;
          end
          else if (addr == 7'd64) begin
             write_tr = 0;
             mem_full = 1;
          end
          else if(mem_full) begin
            valid_fifo_bar = 0;
          end
      end   
   end    	
    always @(posedge clk) begin
        if (is_apb) begin
        end
    end
assign stop = mem_full;
endmodule
</file>
==> flow_summary.json <==
{
  "final_cell_mix": "edfxtp_1, clkdlybuf4s50_1, conb_1",
  "warning_count": 101,
  "core_util_floorplan": 0.517,
  "fill_cells": 584,
  "holdCritPathClass": "in2async",
  "fin_crit_ps": 2220,
  "critical_path_arrival_ps": 2390,
  "p_per_area_nw_per_um2": 954,
  "post-route-period-util": 0.926,
  "fin_setup_tns_ps": 0,
  "clockBufferDepth": 2,
  "p_seq_frac": 0.450,
  "clock_latency_ps": 340,
  "clock_skew_ps": 8.00,
  "path_class": "reg2reg",
  "route.detailed.drc": 0,
  "place_hpwl_um": 4320,
  "post_cts_buffers": 0,
  "share_comb_of_total_power": 0.317,
  "status": "completed",
  "grt_antenna_before_repair": 0,
  "syn_area_sq_um": 3750,
  "yosysCellCount": 254,
  "pin_count": 121,
  "diodes": 0,
  "final_util": 0.598,
  "netlist_instances": 254,
  "reg2reg_from": "inst.rd_ptr[0]",
  "io_buffer_count": 29,
  "max_freq_ghz": 0.450,
  "reg2reg_depth": 5,
  "die.size.y_um": 88.6,
  "cp.required_ps": 2570,
  "core_sq_um": 7250,
  "rows": 31,
  "cts-hold-fix-buffers": 0,
  "peakVddDrop_mv": 0.387,
  "cp_max_fo": 8,
  "yosys-stat-area_sq_um": 3750,
  "whs_ps": 509,
  "postRouteAntennaNets": 0,
  "grt-ovfl-total": 0,
  "numCtsBuffers": 9,
  "finalMaxSlewViolations": 0,
  "clk_pin_slew_ps": 80,
  "cts_resized": 0,
  "synth_cell_types": 34,
  "lay_top_count": "edfxtp_1",
  "crit_path_start_kind": "register",
  "grt_max_degree": 16,
  "untimed_endpoints": 17,
  "synth_flops": 91,
  "cp-end-kind": "register",
  "avgRoutedWirePerCell_um": 16.7,
  "cts_tree": "done",
  "crit_start": "inst.rd_ptr[0]",
  "power_switching_mw": 1.27,
  "finalNonFillerCells": 405,
  "die_x_um": 88.6,
  "p_int_mw": 2.87,
  "drv_cap": 0,
  "grt_pass1_wl_um": 10200,
  "leakage_nw": 1.66,
  "area_delta_synth_final_pct": 15.5,
  "swShare": 0.306,
  "drt_pass1_iterations": 4,
  "p_clk_frac": 0.232,
  "wl_um": 6780,
  "cts-root-buf": "clkbuf_8",
  "routed_via_density": 5.08,
  "drt_iter0_drc": 96,
  "placedCellCount": 389,
  "grt.total_usage": 0.200,
  "syn_avg_cell_area_sq_um": 14.8,
  "place_congestion": 0.780,
  "htreeDepth": 3,
  "unclocked_pins": 10,
  "via_count": 2056,
  "drive_above_1_share": 0.150,
  "grt_pass1_vias": 2003,
  "finalHoldViolations": 0,
  "r2r_setup_slack_ps": 180,
  "die-area_sq_um": 7860,
  "finalSetupViolations": 0,
  "rsz0062_at_grt": "no",
  "r2r_end": "inst.data_o[3]",
  "ys.warnings.count": 21
}
## metrics by stage
stage                     total power, mW  setup slack (ps)  area, sq um
final                                4.13               177         4340
after global routing                 4.39              42.3         4340
after CTS                            4.17               159         4340
after detailed placement             3.20               187         4140
after global placement               3.19               207         4140
after floorplan                      2.77              23.4         3860
## kinds of logic after synthesis
group,count (synthesis),synth area share
latches,10,0.0400
adders and majority gates,17,0.0567
other,1,0.000999
DFF,81,0.640
muxes,9,0.0267
buffers and inverters,50,0.0837
AOI/OAI and AO/OA,28,0.0664
and+or+nand+nor,51,0.0690
xor gates and xnor gates,7,0.0163
## cells in the mapped netlist
cell type | n | area [sq um]
dlxtn_1 | 10 | 150
clkbuf_1 | 4 | 15.0
conb_1 | 1 | 3.75
nor3_1 | 8 | 40.0
and3_1 | 9 | 56.3
a222oi_1 | 8 | 80.1
o21ai_0 | 2 | 10.0
nand2b_1 | 1 | 6.26
or4_4 | 1 | 11.3
nor4_1 | 1 | 6.26
ha_1 | 17 | 213
mux2i_1 | 1 | 10.0
mux2_2 | 8 | 90.1
xnor2_1 | 4 | 35.0
buf_4 | 27 | 203
a41oi_2 | 1 | 16.3
dfrtp_1 | 6 | 150
nand2_1 | 18 | 67.6
and3b_1 | 1 | 8.76
xor2_1 | 3 | 26.3
buf_1 | 3 | 11.3
and2_1 | 3 | 18.8
a21oi_1 | 1 | 5.00
a22o_1 | 8 | 70.1
inv_1 | 11 | 41.3
nor2_1 | 3 | 11.3
buf_6 | 3 | 33.8
nor2b_1 | 1 | 6.26
a41oi_1 | 7 | 61.3
buf_2 | 2 | 10.0
or2_1 | 1 | 6.26
nand3_1 | 4 | 20.0
a31oi_1 | 1 | 6.26
edfxtp_1 | 75 | 2250
## layout make-up
type	instances	area [sq um]	share of cell area
Clock inverter	7	70.1	0.0162
Timing Repair Buffer	49	440	0.102
Sequential cell	91	2550	0.589
Tap cell	99	124	0.0286
Inverter	11	41.3	0.00952
Multi-Input combinational cell	139	983	0.227
Clock buffer	9	124	0.0286
## power by group through the flow
stage / Combinational, mW / Sequential (mW) / Clock [mW]
4_1_cts: 1.32 / 1.86 / 0.987
5_1_grt: 1.46 / 1.88 / 1.04
6_report: 1.31 / 1.86 / 0.961
## how the worst max path moves through the flow
stage / endpoint / slack, ps / depth (start not counted)
CTS: inst.data_o[7] / 160 / 5
finish: inst.data_o[3] / 180 / 5
global route: inst.data_o[3] / 40 / 5
## flip-flops by register name (all words and copies together), names as in the netlist
signal / count
counter: 3
mem_full: 1
valid_fifo_bar: 1
addr: 7
inst.mem: 64
inst.wr_ptr: 3
inst.data_o: 8
write_tr: 1
inst.rd_ptr: 3
## worst max-delay path, cell delays in order, from the launching register on
cell and delay (ps):
dfrtp_1 420, ha_1 240, ha_1 190, or4_4 530
or2_1 420, a41oi_1 250
## routing by layer
layer  wire, um  global-route usage
met1       2810               0.294
met3        683              0.0908
met5          0                   0
met4        176              0.0557
met2       3120               0.294
No activity file was given, so power comes from the tool's default toggle rates.
